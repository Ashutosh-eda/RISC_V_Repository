<file path="flow/config.mk">
export PLATFORM = sky130hd
export DESIGN_NAME = fpu_scoreboard
export DESIGN_NICKNAME = fpu_scoreboard
export VERILOG_FILES = /design/flow/design.v
export SDC_FILE = /design/flow/constraint.sdc
export NUM_CORES = 4
export LEC_CHECK = 1
export CORE_UTILIZATION = 30
</file>
<file path="flow/constraint.sdc">
current_design fpu_scoreboard

set clk_period 3.1
set clk_io_pct 0.2

create_clock -name clk0 -period $clk_period [get_ports {clk}]

set non_clock_inputs [all_inputs -no_clocks]
set_input_delay [expr $clk_period * $clk_io_pct] -clock clk0 $non_clock_inputs
set_output_delay [expr $clk_period * $clk_io_pct] -clock clk0 [all_outputs]
</file>
<file path="flow/design.v">
module fpu_scoreboard (
    input  wire        clk,
    input  wire        rst_n,
    input  wire        fp_op_id,       
    input  wire [4:0]  rs1_id,         
    input  wire [4:0]  rs2_id,         
    input  wire [4:0]  rs3_id,         
    input  wire        fma_op_id,      
    input  wire        fp_op_ex,       
    input  wire [4:0]  rd_ex,          
    input  wire [2:0]  latency_ex,     
    input  wire        flush_ex,       
    input  wire [4:0]  rd_mem,         
    input  wire        fp_reg_write_mem,  
    input  wire [4:0]  rd_wb,          
    input  wire        fp_reg_write_wb,   
    output wire        stall_fpu,      
    output wire [1:0]  rs1_stage,      
    output wire [1:0]  rs2_stage,      
    output wire [1:0]  rs3_stage       
);
    reg [31:0] fp_busy;                
    reg [2:0]  fp_latency [0:31];      
    integer i;
    always @(posedge clk or negedge rst_n) begin
        if (!rst_n) begin
            fp_busy <= 32'd0;
            for (i = 0; i < 32; i = i + 1) begin
                fp_latency[i] <= 3'd0;
            end
        end
        else begin
            if (fp_op_ex && !flush_ex) begin
                fp_busy[rd_ex] <= 1'b1;
                fp_latency[rd_ex] <= latency_ex;
            end
            for (i = 0; i < 32; i = i + 1) begin
                if (fp_busy[i]) begin
                    if (fp_latency[i] == 3'd1) begin
                        fp_busy[i] <= 1'b0;
                        fp_latency[i] <= 3'd0;
                    end
                    else begin
                        fp_latency[i] <= fp_latency[i] - 3'd1;
                    end
                end
            end
        end
    end
    wire rs1_in_ex  = fp_op_id && fp_busy[rs1_id] && (rs1_id == rd_ex) && fp_op_ex;
    wire rs1_in_mem = fp_op_id && (rs1_id == rd_mem) && fp_reg_write_mem;
    wire rs1_in_wb  = fp_op_id && (rs1_id == rd_wb) && fp_reg_write_wb;
    wire rs2_in_ex  = fp_op_id && fp_busy[rs2_id] && (rs2_id == rd_ex) && fp_op_ex;
    wire rs2_in_mem = fp_op_id && (rs2_id == rd_mem) && fp_reg_write_mem;
    wire rs2_in_wb  = fp_op_id && (rs2_id == rd_wb) && fp_reg_write_wb;
    wire rs3_in_ex  = fma_op_id && fp_busy[rs3_id] && (rs3_id == rd_ex) && fp_op_ex;
    wire rs3_in_mem = fma_op_id && (rs3_id == rd_mem) && fp_reg_write_mem;
    wire rs3_in_wb  = fma_op_id && (rs3_id == rd_wb) && fp_reg_write_wb;
    assign rs1_stage = rs1_in_ex  ? 2'b11 :
                       rs1_in_mem ? 2'b10 :
                       rs1_in_wb  ? 2'b01 :
                                    2'b00;
    assign rs2_stage = rs2_in_ex  ? 2'b11 :
                       rs2_in_mem ? 2'b10 :
                       rs2_in_wb  ? 2'b01 :
                                    2'b00;
    assign rs3_stage = rs3_in_ex  ? 2'b11 :
                       rs3_in_mem ? 2'b10 :
                       rs3_in_wb  ? 2'b01 :
                                    2'b00;
    wire rs1_hazard = rs1_in_ex;   
    wire rs2_hazard = rs2_in_ex;
    wire rs3_hazard = rs3_in_ex;
    assign stall_fpu = rs1_hazard | rs2_hazard | rs3_hazard;
endmodule
</file>
<file path="flow/run.sh">
#!/bin/bash
# OpenROAD 26Q1-2900-gdf79404cd8, Yosys 0.63+post, stock flow scripts
make -C /OpenROAD-flow-scripts/flow DESIGN_CONFIG=/design/flow/config.mk WORK_HOME=/design/flow/orfs finish
</file>
==> impl_metrics.ini <==
; synthesis and place-and-route metrics
[worst_setup_path]
path_max_fanout = 4
cp-endpoint = rs3_stage[0]
critPathLaunchType = primary input
cp.required_ps = 2480
cp_top_family = buffers and inverters
endpoint_kind = output pin
critPathKind = in2out
crit_path_max_incr_delay_ps = 460
cp.depth = 7
timing.rr.start = fp_busy[9]
ff2ff_path_depth = 3
crit_buf_inv = 2
cp_common_cell = nand4_1
critical_path.cell_chain = clkdlybuf4s15_1 -> xnor2_2 -> nand4_1 -> a311oi_2 -> nand4_1 -> nand2_1 -> clkdlybuf4s50_1
rrSetupSlack_ps = 1650
critical_path.slowest_cell = clkdlybuf4s50_1
worstPathArrival_ps = 2420
r2r_end = fp_latency[9][2]
cp-startpoint = rd_ex[1]

[logic_synthesis]
ys.warnings.count = 2
area_leaders = dfrtp_1 (35%), mux2i_1 (16%), ha_1 (9.5%), mux4_2 (5.4%), inv_1 (4.3%)
ys_cells = 944
top_cell_area_share = 0.348
ff_type = dfrtp_1
largest_area_cell = dfrtp_1
syn_inst = 944
synth_seq_share = 0.348
netlist_area_um2 = 9210
ys_ff = 128
yosys.cell_types.count = 47
synthArstFlopShare = 1.00
syn_area_per_cell_um2 = 9.76
edf_count = 0
ys_area_um2 = 9210

[detailed_routing]
wl_per_cell_um = 17.3
ant_nets = 0
drt-pass1-iter-count = 4
viasPerCell = 5.00
via_count = 7226
route.detailed.drc = 0
wl_mm = 25.0
drtIter0Drc = 407
n_antenna_cell = 0

[global_routing]
grt-ovfl-total = 0
grt_pass1_wl_mm = 39.8
grt_pass1_vias = 7166
grt_use_total = 0.169
grt_max_degree = 69
antenna_found_initial = 0

[sta]
grt_setup_unrepaired = no
finalSetupTns_ps = 0
fin_skew_ps = 8.57
max_slew_margin = 0.565
layout_min_cycle_time_ps = 3040
tightest_slew_ps = 652
hold_viol = 0
slew_violations = 0
fmax_mhz = 329
setup_viol = 0
fin_crit_sh = 0.981

[cells_and_area]
fin_util = 0.384
fillers = 2843
area_growth_pct = 24.9
layout-drive-gt1-share = 0.183

[floorplanning]
die_area_um2 = 31400
die_w_um = 177
fp_util = 0.308
core_area_um2 = 30000
io_pins = 48
die_h_um = 177
rows = 63

[clock_tree]
cts_buffer_depth = 2
htreeDepth = 4
numCtsBuffers = 17
cts_tree = done
clk_pin_slew_ps = 60
cts_hold_buf = 0
cts-root-buf = clkbuf_16
clock-sinks = 128
clk_latency_ps = 430

[worst_hold_path]
hp-class = in2async

[placed_design]
routabilityCongestion = 0.929
io_buffers = 47
dpl.hpwl_mm = 17.9

[run_status]
outcome = complete, no violations

[job]
drv_cap = 0
tool_warnings = 61

[power]
power.leakage_nw = 5.08
powerDensity_nw_per_um2 = 723
vdd.ir_drop.worst_v = 0.000386
[cells in the mapped netlist, types with 22 or more instances]
master    count
o21ai_0      46
xnor2_1      35
dfrtp_1     128
clkbuf_1     35
inv_1       105
mux4_2       22
nor2_1       65
mux2i_1     149
ha_1         70
a21oi_1      33
nand2_1      32
nand3_1      23
o31ai_1      30
[how the worst min path moves through the flow]
stage	slack, ps	start	end	cells after the start
global route	260	rst_n	fp_latency[13][1]	1
finish	210	rst_n	fp_busy[15]	1
CTS	240	rst_n	fp_latency[13][0]	1
[area by class of cell]
cell class	count	area [um2]	share of cell area
clock inverters	12	179	0.0155
inverters	105	394	0.0342
repair buffers	149	1400	0.121
well taps	390	488	0.0424
multi-input cells	642	5370	0.467
flip-flops and latches	128	3210	0.279
clock buffers	20	467	0.0406
[what timing repair did]
item,CTS,global route
setup endpoints to repair,7,2
gates resized,48,17
setup buffers,7,3
gates cloned,1,0
pin swaps,12,6
[cells in the final DEF, fill, tap and decap left out, types with 4 or more instances in the layout]
cell,netlist,routed
nor3_2,4,5
mux2i_1,149,148
nor2b_1,5,5
o22ai_1,15,15
nand3b_1,6,6
o31ai_1,30,30
buf_12,0,9
nor3_1,8,7
and3_1,6,6
a21oi_1,33,33
nand4_1,12,12
mux4_2,22,22
buf_4,4,80
mux2_2,10,10
o21ai_0,46,45
clkbuf_16,0,17
dlygate4sd2_1,0,15
bufinv_16,0,4
o211ai_1,10,10
buf_6,1,12
dfrtp_1,128,121
nand3_1,23,23
clkdlybuf4s50_1,0,24
dfrtp_2,0,7
nand2_1,32,32
inv_1,105,105
nor4_1,4,4
ha_1,70,70
nor2_1,65,65
xnor2_1,35,31
nor3b_1,7,5
a211oi_1,9,9
xnor2_2,0,4
xor2_1,13,13
[cells by family after synthesis]
kind of cell    count (synthesis)  share of synthesized area
compound gates                161                      0.110
flops                         128                      0.348
xor+xnor                       48                     0.0456
fa+ha+maj                      70                     0.0951
mux                           181                      0.228
buf+inv                       174                     0.0759
simple gates                  182                     0.0978
[flip-flops by register name, summed over array words and instances (netlist names)]
name,flops
fp_latency,96
fp_busy,32
[per-stage QoR]
stage / instance area (um2) / worst slack (ps) / hold slack (ps) / cells / power, mW
after detailed placement: 10700 / -517 / 475 / 1403 / 6.07
after global placement: 10700 / -545 / 464 / 1403 / 5.97
final: 11500 / 60.4 / 213 / 1446 / 8.32
after global routing: 11500 / 0.131 / 260 / 1446 / 9.02
after CTS: 11400 / 2.33 / 237 / 1443 / 8.35
after floorplan: 9210 / 493 / 324 / 944 / 5.27
[per-layer routing]
| layer | wire length (um) | track usage | vias up |
|---|---|---|---|
| met5 | 0 | 0 | - |
| met4 | 348 | 0.0253 | 0 |
| met3 | 1740 | 0.0475 | 21 |
| met2 | 11100 | 0.254 | 163 |
| met1 | 11800 | 0.251 | 3503 |
| li1 | - | - | 3539 |
[power breakdown]
part / internal [mW] / leakage (nW) / switching [mW] / total (mW)
registers: 2.38 / 1.59 / 0.713 / 3.09
logic: 1.54 / 3.18 / 1.48 / 3.02
clock network: 1.42 / 0.309 / 0.804 / 2.22
Power and IR drop assume default switching activity.
