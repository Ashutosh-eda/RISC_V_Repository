--- design.v ---
module fpu_csr (
    input  wire        clk,
    input  wire        rst_n,
    input  wire        csr_write,        
    input  wire [11:0] csr_addr,         
    input  wire [31:0] csr_wdata,        
    input  wire [1:0]  csr_op,           
    output reg  [31:0] csr_rdata,        
    input  wire [4:0]  fpu_flags,        
    input  wire        fpu_flags_valid,  
    output wire [2:0]  frm_out,          
    output wire [4:0]  fflags_out        
);
    localparam CSR_FFLAGS = 12'h001;
    localparam CSR_FRM    = 12'h002;
    localparam CSR_FCSR   = 12'h003;
    reg [2:0] frm_reg;       
    reg [4:0] fflags_reg;    
    wire [31:0] fcsr = {24'd0, frm_reg, fflags_reg};
    always @(posedge clk or negedge rst_n) begin
        if (!rst_n) begin
            frm_reg    <= 3'b000;   
            fflags_reg <= 5'b00000;
        end
        else begin
            if (fpu_flags_valid) begin
                fflags_reg <= fflags_reg | fpu_flags;
            end
            if (csr_write) begin
                case (csr_addr)
                    CSR_FFLAGS: begin
                        case (csr_op)
                            2'b00:   fflags_reg <= csr_wdata[4:0];                   
                            2'b01:   fflags_reg <= fflags_reg | csr_wdata[4:0];      
                            2'b10:   fflags_reg <= fflags_reg & ~csr_wdata[4:0];     
                            default: fflags_reg <= fflags_reg;
                        endcase
                    end
                    CSR_FRM: begin
                        case (csr_op)
                            2'b00:   frm_reg <= csr_wdata[2:0];                      
                            2'b01:   frm_reg <= frm_reg | csr_wdata[2:0];            
                            2'b10:   frm_reg <= frm_reg & ~csr_wdata[2:0];           
                            default: frm_reg <= frm_reg;
                        endcase
                    end
                    CSR_FCSR: begin
                        case (csr_op)
                            2'b00: begin   
                                frm_reg    <= csr_wdata[7:5];
                                fflags_reg <= csr_wdata[4:0];
                            end
                            2'b01: begin   
                                frm_reg    <= frm_reg | csr_wdata[7:5];
                                fflags_reg <= fflags_reg | csr_wdata[4:0];
                            end
                            2'b10: begin   
                                frm_reg    <= frm_reg & ~csr_wdata[7:5];
                                fflags_reg <= fflags_reg & ~csr_wdata[4:0];
                            end
                            default: begin
                                frm_reg    <= frm_reg;
                                fflags_reg <= fflags_reg;
                            end
                        endcase
                    end
                    default: begin
                    end
                endcase
            end
        end
    end
    always @(*) begin
        case (csr_addr)
            CSR_FFLAGS:  csr_rdata = {27'd0, fflags_reg};
            CSR_FRM:     csr_rdata = {29'd0, frm_reg};
            CSR_FCSR:    csr_rdata = fcsr;
            default:     csr_rdata = 32'd0;
        endcase
    end
    assign frm_out    = frm_reg;
    assign fflags_out = fflags_reg;
endmodule
--- constraint.sdc ---
current_design fpu_csr

set clk_period 3.2
set clk_io_pct 0.2

create_clock -name clk0 -period $clk_period [get_ports {clk}]

set non_clock_inputs [all_inputs -no_clocks]
set_input_delay [expr $clk_period * $clk_io_pct] -clock clk0 $non_clock_inputs
set_output_delay [expr $clk_period * $clk_io_pct] -clock clk0 [all_outputs]
--- config.mk ---
export PLATFORM = sky130hd
export DESIGN_NAME = fpu_csr
export DESIGN_NICKNAME = fpu_csr
export VERILOG_FILES = /design/flow/design.v
export SDC_FILE = /design/flow/constraint.sdc
export NUM_CORES = 4
export LEC_CHECK = 1
export CORE_AREA = 10 10 78 78
export DIE_AREA = 0 0 88 88
--- run.sh ---
#!/bin/bash
# OpenROAD 26Q1-2900-gdf79404cd8, Yosys 0.63+post, stock flow scripts
make -C /OpenROAD-flow-scripts/flow DESIGN_CONFIG=/design/flow/config.mk WORK_HOME=/design/flow/orfs finish
==> impl_metrics.yaml <==
# implementation run metrics
worst_setup_path:
  regToRegSetupSlack_ns: 2.00
  cp.arrival_ns: 2.45
  crit_path_end_kind: "output port"
  critPathMaxFanout: 4
  cp_data_required_time_ns: 2.56
  timing.critical_path.from_type: "input port"
  rr_startpoint: "frm_reg[1]$_DFFE_PN0P_"
  critical_path_class: "in2out"
  setup.worst_path.start: "csr_addr[7]"
route:
  finalWirelength_mm: 3.00
  drt_iter0_drc: 32
  ant_nets: 0
  via_per_inst: 4.30
  firstDrtPassIters: 4
  drc_errors: 0
  via_count: 898
  route.antenna.diode_count: 0
  wire_per_inst_um: 14.3
final_timing:
  final_min_period_over_clock_period_pct: 96.6
  finalSetupViolCount: 0
  timing.final.crit_period_ns: 3.09
  hold_violations: 0
  timing_max_transition_violations_final: 0
  setup_tns_ns: 0
  fmax_mhz: 323
  fin_skew_ns: 0
  grt_setup_unrepaired: "no"
cells_and_area:
  layout.cells.most_common_list: "sky130_fd_sc_hd__clkdlybuf4s50_1, sky130_fd_sc_hd__conb_1, sky130_fd_sc_hd__a21oi_1"
  max_ffs_per_register: 5
  mostFrequentLayoutCell: "sky130_fd_sc_hd__clkdlybuf4s50_1"
  area_delta_synth_final_pct: 47.2
  fraction_of_final_layout_cells_sized_beyond_drive_strength_1_pct: 6.37
cts:
  htree_levels: 1
  post_cts_gate_resize_count: 0
  path_clk_slew_ns: 0.04
  postCtsSetupRepairBufs: 0
  clk-insertion-delay-late_ns: 0.23
  cts_tree: "done"
  post_cts_hold_buffer_count: 0
  root_cell_of_the_clock_tree: "sky130_fd_sc_hd__clkbuf_8"
  clk_path_buf_depth: 2
  cts.sink_count: 8
  tritoncts.num_buffers: 3
global_routing:
  initial_antenna_violation_count: 0
  grt_pass1_wl_mm: 4.58
  global_route.usage.total_pct: 7.16
  grt_overflow: 0
  maximum_number_of_pins_on_one_net_before_global_route_repair: 12
  vias_in_the_first_global_route: 990
power:
  power.switching_mw: 0.0778
  seqPwrFrac_pct: 32.5
  power_density_nw_per_um2: 219
  leakage_component_of_the_power_nw: 0.611
  report.power.total_mw: 0.315
  clockPowerShare_pct: 37.8
  power.share.combinational_pct: 29.8
  power.switching_fraction_pct: 24.7
  maximum_ir_drop_on_the_vdd_rail_v: 0.000137
  power.internal_mw: 0.237
place:
  io_buffer_count: 46
  dp_hpwl_mm: 2.58
  gp_congestion: 0.819
die:
  floorplanUtilization_pct: 22.1
  die_h_um: 88
  chip_area_sq_um: 7740
  coreArea_sq_um: 4410
  core.rowCount: 24
  fp.dieW_um: 88
  pin_count: 95
job:
  cap_viol_max_count: 0
  warnings: 51
logic_synthesis:
  yosysSeqAreaShare_pct: 20.5
  register_bit_count_reported_by_yosys: 8
  ys_area_sq_um: 975
  simple_gate_area_share_pct: 20.0
  ys_sh_mux_pct: 14.1
  yosys.area_share.xor_xnor_pct: 0
  ys.warnings.count: 1
  ys_cells: 111
  post_synth_inst_count: 111
  synthTopLogicFamily: "buffers and inverters"
  postSynthAreaPerCell_sq_um: 8.78
  synth.cellmix.compoundShare_pct: 18.6
  adder_share_pct: 3.85
  number_of_distinct_library_cell_variants_in_the_gate_level_netlist_after_synthesis: 31
  synthesis.area_sq_um: 975
outcome:
  outcome: "finished clean"
min_path:
  hold_path_startpoint: "frm_reg[2]$_DFFE_PN0P_"
  hold_class: "reg2reg"
-- per-stage QoR --
step	instance area [sq um]	hold slack (ns)	worst slack, ns	std cells	utilization (%)
final	1440	0.555	0.107	209	32.5
after global routing	1440	0.577	0.00822	209	32.5
after CTS	1440	0.557	0.0784	209	32.5
after detailed placement	1390	0.548	0.0783	206	31.6
after global placement	1390	0.555	0.0870	206	31.6
after floorplan	1060	0.344	1.13	134	-
-- final cells by class --
type                            count  area [sq um]
Fill cell                         469          2980
Multi-Input combinational cell     94           642
Timing Repair Buffer               47           468
Sequential cell                     8           200
Tap cell                           52          65.1
Clock buffer                        3          41.3
Inverter                            5          18.8
-- kinds of logic (layout without fill, tap and decap cells) --
kind of cell	count (synthesis)	in the layout
buffers and inverters	32	55
AND-OR/OR-AND	27	27
AND/OR/NAND/NOR	27	27
multiplexers	13	13
flip-flops	8	8
adder cells (fa/ha/maj)	3	3
other	1	24
-- synthesized netlist by cell type, drive strengths merged --
| cell type | number | area [sq um] |
|---|---|---|
| a31o | 1 | 8.76 |
| inv | 5 | 18.8 |
| mux2i | 7 | 70.1 |
| nor4 | 2 | 42.5 |
| and2 | 3 | 18.8 |
| nand3 | 3 | 27.5 |
| and2b | 1 | 8.76 |
| nor2b | 3 | 18.8 |
| a311oi | 1 | 8.76 |
| nor2 | 5 | 18.8 |
| o311a | 1 | 10.0 |
| nand2b | 2 | 12.5 |
| a21o | 1 | 7.51 |
| nand2 | 3 | 11.3 |
| a22oi | 2 | 15.0 |
| a21oi | 9 | 45.0 |
| mux2 | 6 | 67.6 |
| o221ai | 5 | 43.8 |
| nand4 | 1 | 6.26 |
| ha | 3 | 37.5 |
| buf | 27 | 200 |
| dfrtp | 8 | 200 |
| o22a | 2 | 17.5 |
| o21ai | 5 | 25.0 |
| and3 | 4 | 30.0 |
| conb | 1 | 3.75 |
-- power by group through the flow --
stage	sequential, mW	clock [mW]	combinational [mW]
4_1_cts	0.102	0.123	0.0952
5_1_grt	0.102	0.129	0.105
6_report	0.102	0.119	0.0936
-- routing by layer --
| metal | track usage [%] | wire (um) |
|---|---|---|
| met1 | 7.91 | 1140 |
| met2 | 13.0 | 1500 |
| met3 | 2.34 | 292 |
| met4 | 1.45 | 66 |
| met5 | 0 | 0 |
-- critical path: stages --
cell,delay (ns)
sky130_fd_sc_hd__clkdlybuf4s50_1,0.44
sky130_fd_sc_hd__nor4_4,0.32
sky130_fd_sc_hd__and3_4,0.28
sky130_fd_sc_hd__and3_1,0.19
sky130_fd_sc_hd__and2_1,0.12
sky130_fd_sc_hd__clkdlybuf4s50_1,0.46
-- final timing paths --
kind | end | cells after the start
max | csr_rdata[6] | 6
min | frm_reg[2]$_DFFE_PN0P_ | 1
max reg2reg | frm_reg[1]$_DFFE_PN0P_ | 4
min reg2reg | frm_reg[2]$_DFFE_PN0P_ | 1
max in group asynchronous | fflags_reg[3]$_DFFE_PN0P_ | 1
min in group asynchronous | frm_reg[0]$_DFFE_PN0P_ | 1
Power is estimated from default activity; no workload was simulated.
